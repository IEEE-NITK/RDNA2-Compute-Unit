--- design.v ---
`timescale 1ns / 1ps
module regFile(
    input [7:0] s0,
    input [7:0] s1,
    input [7:0] w0,
    input [63:0] wv,
    input clock,
    input en_w,
    input en_64,
    input VCCZ_in,
    input EXECZ_in,
    input  SCC_in,
    input [63:0] EXEC_in,
    output [63:0] EXEC_out,
    output [63:0] r0,
    output [63:0] r1,
    output VCCZ_out,
    output EXECZ_out,
    output SCC_out
    );
    reg [31:0] register [255:0];
    assign r0 = (!s0==8'hFF) ? {register[s0 +1], register[s0]}: {32'bx, register[s0]};
    assign r1 = (!s1==8'hFF)? {register[s1 + 1]+register[s1]}: {32'bx, register[s0]};
    assign VCCZ_out = register[8'hfb][0];
    assign SCC_out = register[8'hfc][0];
    assign EXECZ_out = register[8'hfd][0];
    assign EXEC_out = {register[8'h7f], register[8'h7e]};
    always @ (posedge clock)
    begin
        if(en_w && (!(w0==8'h7d || (w0>=8'h80&&w0<=8'he8)|| (w0>=8'hF0 && w0<=8'hf8)))) begin
            if(en_64) begin
            {register[w0+1], register[w0]} <= wv;
            end 
            else begin
            register[w0] <= wv[31:0];
            end
        end
       register[8'hfb] <= {30'b0, VCCZ_in};
       register[8'hfc] <= {30'b0, SCC_in};
       register[8'hfd] <= {30'b0, EXECZ_in};
       if(EXECZ_in) register[8'h7f] <=EXEC_in; 
    end
endmodule
--- run.sh ---
#!/bin/bash
# OpenROAD 26Q1-2900-gdf79404cd8, Yosys 0.63+post, stock flow scripts
make -C /OpenROAD-flow-scripts/flow DESIGN_CONFIG=/design/flow/config.mk WORK_HOME=/design/flow/orfs finish
--- config.mk ---
export PLATFORM = sky130hd
export DESIGN_NAME = regFile
export DESIGN_NICKNAME = regFile
export VERILOG_FILES = /design/flow/design.v
export SDC_FILE = /design/flow/constraint.sdc
export NUM_CORES = 4
export LEC_CHECK = 1
export CORE_UTILIZATION = 30
export SYNTH_MEMORY_MAX_BITS = 65536
--- constraint.sdc ---
current_design regFile

set clk_period 32.8
set clk_io_pct 0.2

create_clock -name clk0 -period $clk_period [get_ports {clock}]

set non_clock_inputs [all_inputs -no_clocks]
set_input_delay [expr $clk_period * $clk_io_pct] -clock clk0 $non_clock_inputs
set_output_delay [expr $clk_period * $clk_io_pct] -clock clk0 [all_outputs]
==> CHANGELOG.md <==
## Implementation

* Pre-CTS WS at 11.26 ns
* Fin util at 33.77%
* Yosys warns at 1
* Global-route wire length before repair at 1657000 um
* Reg clk slew, reported paths at 0.06 ns
* Startpoint types: input pin
* Area leader share at 63.33%
* Ports at 353
* I/O Buffers at 248
* Setup TNS at 0 ns
* Main flop type: edfxtp_1
* Number of enable flip-flop cells at 8096
* Min Clock Period, post-route at 21.19 ns
* CTS Root Cell: clkbuf_16
* Count of final setup violators at 0
* Crit path required time at 26.24 ns
* Clk buf depth at 5
* Worst setup EP type: primary output
* Die Area at 1284000 um2
* Largest net degree at the start of global routing at 127
* Highest Clock Rate at 47.20 MHz
* Init Core Util at 30.08%
* CTS tree: done
* Slew HR at 15.16%
* Setup Buffers After CTS at 0
* Routed WL per cell at 29.17 um
* Synth-to-Final Area Change at 12.29%
* Register area share after synthesis at 63.35%
* Via density at 4.902
* Core ar. at 1276000 um2
* Post-route ant nets at 0
* Syn Inst Count at 24210
* Antenna violations before repair at 116
* DIE HEIGHT at 1133 um
* Post-DP HPWL at 727900 um
* Top cells by area: edfxtp_1 (63%), mux2_2 (13%), mux4_2 (10%)
* Max-Cap Viols at 0
* Drt first pass iters at 6
* Largest regs: register: 8099 flops
* Largest Register: register
* Hold WS at 5.814 ns
* Row count at 415
* Cts-stage hold buffer count at 0
* Worst-path maximum fanout at 67
* Vias at 202500
* Placer Congestion at 0.9149
* Die width at 1133 um
* Worst Hold Class: in -> reg
* Most numerous cell in the Yosys netlist: edfxtp_1
* Max reg flops at 8099
* RSZ-0062 raised after global routing: no
* Total track usage at 19.67%
* Number of synthesized register bits at 8099
* Peak VDD IR at 0.04951 mV
* Status: finished clean
* Share of post-route cells with drive strength above 1 at 35.52%
* Yosys cell count at 24210
* Max Slew Vio Count at 0
* Final worst path period share at 64.60%
* Commonest cells in the netlist: edfxtp_1 (8096), clkbuf_1 (5410), mux2_2 (4335)
* CTS sink cnt at 8099
* Least-Margin Pin Slew at 1.273 ns
* Worst Path Arrival at 14.63 ns
* Mapped Avg Cell Area at 15.86 um2
* Top cell type by total area after synthesis: edfxtp_1
* Ys async rst share at 0%
* Syn Std Cell Area at 383900 um2
* Initial DRC count at 13610
* Tot Pwr at 23.00 mW
* PwrDens at 53.37 nW/um2
* Resize count post-CTS at 0
* Grt ovf at 0
* Num CTS Buffers at 869
* Setup Crit Path Kind: in -> out
* Netlist cell types at 80
* Vias in the first global route at 213700
* Yosys stat area at 383900 um2
* Pleak at 144.3 nW
* Tool warning count at 86
* Min setup slack post-route at 11.61 ns
* Routed WL at 1205000 um
* DRC viols at 0
* Hold Vio Cnt, Final at 0
* H-tree Lvls at 6
-- per-layer routing --
metal  up-vias  wire [um]  track usage, %
met3      2803     219100           16.06
met5         -       3870           2.340
li1      85440          -               -
met2     11920     540600           28.68
met1    102200     362000           19.65
met4       126      79170           9.915
-- cell type report --
| type | instances | area [um2] |
|---|---|---|
| inverters | 10 | 63.81 |
| fillers | 119300 | 845300 |
| clock inverters | 439 | 3007 |
| flip-flops and latches | 8099 | 243200 |
| diodes | 193 | 483.0 |
| clock buffers | 1093 | 22840 |
| well taps | 16890 | 21130 |
| multi-input cells | 13310 | 129800 |
| repair buffers | 1272 | 10560 |
-- path summary, 6_finish.rpt --
| path | cells past startpoint | slack, ns | start | to |
|---|---|---|---|---|
| setup / recovery | 17 | 11.61 | s0[0] | r1[17] |
| hold / removal | 1 | 5.81 | wv[24] | register[126][24] |
-- critical path, stage by stage --
cell and delay, ns:
buf_16 0.33, buf_4 0.63, buf_4 0.55, buf_12 0.52
buf_4 0.53, buf_4 0.54, buf_4 0.64, buf_4 0.63
buf_4 0.50, buf_4 0.57, mux2i_1 0.16, a221oi_1 0.38
a221oi_1 0.16, o21ai_0 0.22, a22oi_1 0.18, o211ai_1 0.61
clkdlybuf4s50_1 0.58
-- logic make-up after synthesis --
kind of cell / count (synthesis) / synth area share (%)
AOI/OAI and AO/OA: 1669 / 3.015
xor gates and xnor gates: 1 / 0.002282
buffers and inverters: 6446 / 7.144
DFF: 8099 / 63.35
muxes: 7020 / 25.32
other: 1 / 0.0009769
and+or+nand+nor: 973 / 1.168
-- where the power goes --
group	internal (mW)	total [mW]	switching [mW]
combinational	0.728	1.93	1.21
sequential	11.8	11.9	0.0843
clock	5.17	9.17	4.00
-- per-stage QoR --
step                instance area, um2  std cells
global route                    430900      41260
finish                          431000      41310
global placement                404700      39580
CTS                             430500      41110
detailed placement              404700      39580
floorplan                       397600      27860
-- layout by cell type, fill, tap and decap left out, drive strengths merged, types with 37 or more instances in the layout --
cell type | netlist | layout
mux2i | 869 | 869
bufinv | 0 | 37
mux4 | 1708 | 1708
nand3 | 171 | 171
o22ai | 108 | 108
clkdlybuf4s50 | 0 | 175
a221oi | 367 | 367
nand2 | 328 | 328
o21ai | 384 | 384
nor2 | 266 | 266
o211ai | 62 | 62
clkinv | 4 | 376
edfxtp | 8096 | 8096
diode | 0 | 193
buf | 1026 | 1087
a22oi | 332 | 332
conb | 1 | 3648
clkbuf | 5410 | 1103
mux2 | 4443 | 4443
o221ai | 38 | 38
a31oi | 73 | 73
a21oi | 170 | 170
Power and IR drop assume default switching activity.
