===== flow/design.v =====
`timescale 1ns / 1ps
module Program_Counter(
    input SET_PC,
    input [7:0] PC_IN,
    input clock,
    input INC_PC,
    output reg [7:0] PC_OUT
    );
    always @(posedge clock)begin
    if(SET_PC) PC_OUT <= PC_IN;
    if(INC_PC)  PC_OUT <= PC_OUT+4; 
    end
endmodule

===== flow/run.sh =====
#!/bin/bash
# OpenROAD 26Q1-2900-gdf79404cd8, Yosys 0.63+post, stock flow scripts
make -C /OpenROAD-flow-scripts/flow DESIGN_CONFIG=/design/flow/config.mk WORK_HOME=/design/flow/orfs finish

===== flow/config.mk =====
export PLATFORM = sky130hd
export DESIGN_NAME = Program_Counter
export DESIGN_NICKNAME = Program_Counter
export VERILOG_FILES = /design/flow/design.v
export SDC_FILE = /design/flow/constraint.sdc
export NUM_CORES = 4
export LEC_CHECK = 1
export CORE_AREA = 10 10 72 72
export DIE_AREA = 0 0 82 82

===== flow/constraint.sdc =====
current_design Program_Counter

set clk_period 1.5
set clk_io_pct 0.2

create_clock -name clk0 -period $clk_period [get_ports {clock}]

set non_clock_inputs [all_inputs -no_clocks]
set_input_delay [expr $clk_period * $clk_io_pct] -clock clk0 $non_clock_inputs
set_output_delay [expr $clk_period * $clk_io_pct] -clock clk0 [all_outputs]

==> flow_summary.yaml <==
# physical design summary
drt:
  wl_per_cell_um: 9.97
  n_antenna_cell: 0
  drt_iter0_markers: 8
  dr.pass1.iters: 2
  routed_wl_um: 1030
  drc: 0
  via_per_inst: 3.05
  detail-route-antenna-nets: 0
  dr_total_vias: 314
placement:
  gp_congestion: 0.776
  hpwl_um: 877
  dp.cells: 100
  port_buffers: 18
yosys:
  ys.flop_type: "edfxtp_1"
  synth_top_area_share_pct: 60.0
  syn_inst: 33
  async_flop_share_pct: 0
  synth-area-yosys_um2: 400
  synthTopCellsByCount: "8 x edfxtp_1, 4 x nor2_1, 3 x a21oi_1, 3 x nor2b_1, 2 x xor2_1"
  synth_area_leader_cell: "edfxtp_1"
  ys_seq_share_pct: 60.0
  synthesis.area_um2: 400
  yosysUniqueCellTypes: 18
  most_common_cell: "edfxtp_1"
  netlist_top_cells_area: "edfxtp_1 60%, nor2b_1 4.7%, xor2_1 4.4%"
  synth-edff-count: 8
  syn_avg_cell_area_um2: 12.1
  ys.flops: 8
  yosysWarnings: 1
  synth_stat.cells: 33
cells_and_area:
  largest_reg_flops: 8
  area_growth_pct: 72.8
  final_util_pct: 18.8
  drive_above_1_share_pct: 14.5
  top_register: "PC_OUT"
  reg_top3: "PC_OUT x8"
  layoutNonFillerInstCount: 103
floorplan:
  die-area_um2: 6720
  die_w_um: 82
  fp_util_pct: 10.9
  die_h_um: 82
  rows: 22
  core_region_area_um2: 3690
  ios: 19
clock_network:
  post-cts-setup-buffers: 0
  cts.repair.resized: 0
  insertion_delay_ps: 220
  clk_pin_slew_ps: 40
  cts.sinks: 8
  postCtsHoldBufs: 0
  cts_buffers: 3
  cts_root_buf: "clkbuf_8"
  cts_tree: "yes"
  clock_path_buffers: 2
  htree_levels: 1
power_and_ir_drop:
  p_per_area_nw_per_um2: 994
  p_leak_nw: 0.240
  irDropWorstVdd_uv: 402
  total_power_w: 0.000688
worst_setup_path:
  worstSetupPathType: "flop to output port"
  cp.required_ps: 1200
  reg2reg_slack_ps: 230
  critical-path-slowest-cell: "clkdlybuf4s50_1"
  rr_worst_depth: 2
  path_max_fanout: 4
  timing.rr.end: "PC_OUT[3]"
  r2r-start: "PC_OUT[2]"
  cp_data_arrival_time_ps: 1140
  cp-end-kind: "output port"
  crit_family: "buffers and inverters"
  start_kind: "flop"
  critPathMaxStageDelay_ps: 500
  cp_cell_sequence: "clkdlybuf4s50_1"
  cp_num_buf_inv: 1
flow_run:
  warnings: 25
  drv_cap: 0
grt:
  antenna_found_initial: 0
  track_usage_pct: 3.19
  grt_max_degree: 10
  grt_pass1_vias: 349
  grt_pass1_wl_um: 1610
  gr-total-overflow: 0
run_status:
  status: "finished clean"
worst_hold_path:
  hold_path.class: "flop to flop"
  holdPathStages: 1
  min_to: "PC_OUT[2]"
  min_from: "PC_OUT[2]"
final_timing:
  slew_headroom_pct: 88.2
  rsz0062_at_grt: "false"
  setup_tns_ps: 0
  tightest_slew_ps: 178
  skew_ps: 1.55
  holdWs_ps: 668
  final-max-slew-violation-count: 0
  layout_min_cycle_time_ps: 1440
  setup_viol_count_final: 0
  finalHoldViolations: 0
  fmax_mhz: 692
  timing.final.crit_share_pct: 96.3
metrics by stage:
stage	instance area [um^2]	setup WS [ps]
after CTS	692	33.4
after detailed placement	651	70.1
final	692	55.3
after global routing	692	0.862
after global placement	651	85.8
after floorplan	400	301
metal layers:
| layer | routed length, um | track usage [%] | up-vias |
|---|---|---|---|
| met5 | 0 | 0 | - |
| met4 | 0 | 0.340 | 0 |
| met3 | 106 | 2.09 | 0 |
| met2 | 391 | 4.23 | 20 |
| met1 | 530 | 4.37 | 132 |
| li1 | - | - | 162 |
how the worst max path moves through the flow:
stage	startpoint	depth (start not counted)	end
finish	PC_OUT[4]	1	PC_OUT[4]
global route	PC_OUT[4]	1	PC_OUT[4]
CTS	PC_OUT[4]	1	PC_OUT[4]
layout by cell type, fill, tap and decap left out, types with 2 or more instances in the layout:
master           instances
clkdlybuf4s50_1         18
a21oi_1                  3
buf_4                    2
edfxtp_1                 8
xor2_1                   2
nor2b_1                  3
nor2_1                   4
clkbuf_8                 3
final cells by class:
| cell class | instances | area, um^2 |
|---|---|---|
| sequential | 8 | 240 |
| clock buffer | 3 | 41.3 |
| inverter | 1 | 3.75 |
| multi-input combinational | 23 | 151 |
| timing repair buffer | 20 | 195 |
| fill | 414 | 3000 |
| tap | 48 | 60.1 |
report_power, final:
group	switching, W	internal (W)
combinational	0.0000425	0.0000954
clock	0.0000729	0.000173
sequential	0.0000230	0.000281
total	0.000138	0.000549
cell families after synthesis:
logic type               share of synthesized area [%]
adder cells (fa/ha/maj)                           3.12
AND/OR/NAND/NOR                                   16.2
flip-flops                                        60.0
multiplexers                                      5.31
buffers and inverters                             2.19
XOR/XNOR                                          6.56
AND-OR/OR-AND                                     6.56
